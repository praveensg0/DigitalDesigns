[./run.sh]
#!/bin/bash
# OpenROAD 26Q1-2900-gdf79404cd8, Yosys 0.63+post, stock flow scripts
make -C /OpenROAD-flow-scripts/flow DESIGN_CONFIG=/design/flow/config.mk WORK_HOME=/design/flow/orfs finish
[./config.mk]
export PLATFORM = sky130hd
export DESIGN_NAME = counter
export DESIGN_NICKNAME = counter
export VERILOG_FILES = /design/flow/design.v
export SDC_FILE = /design/flow/constraint.sdc
export NUM_CORES = 4
export LEC_CHECK = 1
export CORE_AREA = 10 10 70 70
export DIE_AREA = 0 0 80 80
[./constraint.sdc]
current_design counter

set clk_period 1.0
set clk_io_pct 0.2

create_clock -name clk0 -period $clk_period [get_ports {clk}]

set non_clock_inputs [all_inputs -no_clocks]
set_input_delay [expr $clk_period * $clk_io_pct] -clock clk0 $non_clock_inputs
set_output_delay [expr $clk_period * $clk_io_pct] -clock clk0 [all_outputs]
[./design.v]
module counter(clk,rstn,out);
    input clk,rstn;
    output reg [3:0] out;
    always @ (posedge clk)
    begin
        if (rstn == 1'b1)
        begin
            out = 4'b0000;
        end
        else
        begin
            out = out + 1'b1;
        end
    end
endmodule
==> flow_metrics.py <==
# Physical implementation metrics
metrics = {
    "synthesis": {
        "netlist_area_um2": 145,
        "ys_sh_xor": 0.0603,
        "yosys_area_um2": 145,
        "synthDistinctLibCells": 7,
        "synthCells": 13,
        "syn_area_per_cell_um2": 11.2,
        "yosys_warnings": 1,
        "ys_top_logic_family": "simple AND/OR/NAND/NOR gates",
        "yosys.area_share.aoi": 0,
        "yosys_cells": 13,
        "ys_sh_adder": 0.0862,
        "ys_seq_share": 0.552,
        "yosys.area_share.simple": 0.198,
        "muxShareOfSynthArea": 0.103,
        "numSynthFlops": 4,
    },
    "routing": {
        "drc": 0,
        "drt-vias-per-instance": 1.92,
        "ant_nets": 0,
        "routed_wirelength_um": 434,
        "vias": 140,
        "firstDrtPassIters": 1,
        "drtIter0Drc": 0,
        "wl_per_cell_um": 5.95,
    },
    "clock_tree": {
        "clock_path_buffers": 2,
        "clock.latency.late_pin_ns": 0.24,
        "clockRootBuffer": "clkbuf_4",
        "cts.sink_count": 4,
        "cts-htree-levels": 1,
        "tritoncts": "done",
        "post_cts_buffers": 0,
        "cts-buffers-inserted": 3,
        "clk_pin_slew_ns": 0.04,
    },
    "final_timing": {
        "rsz0062_at_grt": "false",
        "finalCriticalPeriod_ns": 0.946,
        "setup_viol_count_final": 0,
        "finClkSkew_ns": 0.00547,
        "drv_slew": 0,
        "clock.fmax_mhz": 1060,
        "max_slew_margin": 0.926,
        "fin_ws_ns": 0.0536,
        "worst_pin_slew_ns": 0.111,
        "finalClockPeriodUsage": 0.946,
        "finalHoldViolCount": 0,
    },
    "place": {
        "dp_cells": 69,
        "placed_cell_area_um2": 290,
        "portBuffers": 5,
        "gp_congestion": 0.673,
        "pre_cts_ws_ns": -0.132,
    },
    "run": {
        "max-cap-violations": 0,
        "warnings": 25,
    },
    "layout": {
        "logic_area_um2": 75.1,
        "area.growth.synth_to_final_pct": 124,
        "drive_gt1_frac": 0.615,
        "stdcell_count": 73,
        "flop_area_um2": 85.1,
        "lay_top_count": "buf_4",
        "largest_register_ffs": 4,
        "fillers": 402,
        "stdcell_area_um2": 325,
        "final_cell_mix": "5 x buf_4, 4 x dfxtp_2, 3 x nor2_1, 3 x clkbuf_4, 3 x clkdlybuf4s15_1",
    },
    "outcome": {
        "outcome": "finished clean",
    },
    "grt": {
        "gr-usage-met2": 0.0112,
        "grt_first_pass_wirelength_um": 676,
        "global_route.usage.met3": 0.0341,
        "antenna_found_initial": 0,
        "gr-usage-met1": 0.0140,
        "grt_pass1_vias": 153,
        "top_usage_layer": "met3",
        "grt_usage": 0.0155,
        "grt_overflow": 0,
        "grt_max_degree": 4,
    },
    "critical_path": {
        "endpoint_kind": "flip-flop",
        "worstSetupPathType": "flip-flop to flip-flop",
        "r2r_slack_ns": 0.05,
        "r2r_cells": 3,
        "crit_arrival_ns": 1.07,
        "required_ns": 1.13,
        "r2r_start": "out[2]$_SDFF_PP0_",
        "start_kind": "flip-flop",
        "cp_slowest_cell": "dfxtp_2",
        "slowest_delay_ns": 0.31,
        "reg2reg_to": "out[3]$_SDFF_PP0_",
        "crit_path_max_fanout": 2,
        "crit_chain": "buf_4 -> nand3_1 -> mux2_4",
    },
    "worst_hold_path": {
        "holdCritPathClass": "flip-flop to flip-flop",
        "min_to": "out[0]$_SDFF_PP0_",
        "min_path_cells": 2,
        "min_from": "out[0]$_SDFF_PP0_",
    },
    "power_and_ir_drop": {
        "power_density_nw_per_um2": 1380,
        "combPwrFrac": 0.136,
        "sw_frac_of_total": 0.223,
        "p_total_w": 0.000448,
        "switching_power_w": 0.0000998,
        "seqPwrFrac": 0.398,
        "clockPowerShare": 0.465,
        "intPower_w": 0.000348,
        "p_leak_nw": 0.126,
        "vdd_drop_max_v": 0.000332,
    },
    "die": {
        "num_rows": 21,
        "core_um2": 3420,
        "die-area_um2": 6400,
        "die_h_um": 80,
        "fp.dieW_um": 80,
        "initial_utilization": 0.0425,
        "top_level_ports": 6,
    },
}
-- what timing repair did --
action | CTS | global route
endpoints found under the hold margin | 0 | 0
gates resized | 8 | 7
setup endpoints to repair | 4 | 6
pin swaps | 0 | 1
hold buffers | 0 | 0
-- stage by stage --
step	TNS, ns	util	hold WS, ns
after global placement	-0.139	0.0850	0.508
after floorplan	0	-	0.267
after CTS	0	0.0916	0.508
after detailed placement	-0.140	0.0850	0.524
after global routing	0	0.0945	0.536
final	0	0.0952	0.506
-- cell type report --
type | count | area share
multi-input cells | 9 | 0.231
flip-flops and latches | 4 | 0.262
well taps | 46 | 0.177
repair buffers | 10 | 0.254
diodes | 1 | 0.00769
clock buffers | 3 | 0.0692
-- power groups by stage --
stage                 sequential, W  combinational, W  clock (W)
after CTS                  0.000177         0.0000570   0.000218
after global routing       0.000180         0.0000671   0.000233
final                      0.000178         0.0000611   0.000208
-- worst max-delay path by stage --
stage	start	to	slack [ns]	cells after the start
4_1_cts	out[0]$_SDFF_PP0_	out[0]	0.007	1
5_1_grt	out[0]$_SDFF_PP0_	out[1]$_SDFF_PP0_	0.03	3
6_report	out[2]$_SDFF_PP0_	out[3]$_SDFF_PP0_	0.05	3
-- logic make-up (layout without fill, tap and decap cells) --
family | Yosys count | in the layout
simple gates | 6 | 6
flops | 4 | 4
fa+ha+maj | 1 | 1
xor+xnor | 1 | 1
mux | 1 | 1
other cells | 0 | 1
buf+inv | 0 | 13
-- critical path, delay by kind of cell (launching register included) --
kind          cells  cell delay [ns]
buf+inv           1             0.13
mux               1             0.30
flops             1             0.31
simple gates      1             0.10
-- routing by layer --
layer  share of wire  wire length (um)  vias up
met3            0.39               168        0
li1                -                 -       69
met2            0.25               107        9
met1            0.36               158       62
met4               0                 0        0
met5               0                 0        -
-- Yosys cell counts --
| cell | instances | area share |
|---|---|---|
| xnor2_1 | 1 | 0.060 |
| nand3_1 | 1 | 0.034 |
| nor2_1 | 3 | 0.078 |
| dfxtp_1 | 4 | 0.55 |
| ha_1 | 1 | 0.086 |
| nor2b_1 | 2 | 0.086 |
| mux2_4 | 1 | 0.10 |
Power is estimated from default activity; no workload was simulated.
